==> ./run.sh <==
#!/bin/bash
# OpenROAD 26Q1-2900-gdf79404cd8, Yosys 0.63+post, stock flow scripts
make -C /OpenROAD-flow-scripts/flow DESIGN_CONFIG=/design/flow/config.mk WORK_HOME=/design/flow/orfs finish
==> ./config.mk <==
export PLATFORM = sky130hd
export DESIGN_NAME = debouncer
export DESIGN_NICKNAME = debouncer
export VERILOG_FILES = /design/flow/design.v
export SDC_FILE = /design/flow/constraint.sdc
export NUM_CORES = 4
export LEC_CHECK = 1
export CORE_AREA = 10 10 112 112
export DIE_AREA = 0 0 122 122
==> ./constraint.sdc <==
current_design debouncer

set clk_period 2.8
set clk_io_pct 0.2

create_clock -name clk0 -period $clk_period [get_ports {clk}]

set non_clock_inputs [all_inputs -no_clocks]
set_input_delay [expr $clk_period * $clk_io_pct] -clock clk0 $non_clock_inputs
set_output_delay [expr $clk_period * $clk_io_pct] -clock clk0 [all_outputs]
==> ./design.v <==
`timescale 1ns / 1ps
module debouncer(
		input wire clk, reset,
		input wire sw,
		output reg db
    );
	 localparam [2:0]
		zero = 3'b000,
		wait1_1 = 3'b001,
		wait1_2 = 3'b010,
		wait1_3 = 3'b011,
		one = 3'b100,
		wait0_1 = 3'b101,
		wait0_2 = 3'b110,
		wait0_3 = 3'b111;
		localparam N = 19;
		reg [N-1:0] q_reg;
		wire [N-1:0] q_next;
		wire m_tick;
		reg [2:0] state_reg, state_next;
		always @(posedge clk)
			q_reg <= q_next;
		assign q_next = q_reg + 1;
		assign m_tick = (q_reg==0) ? 1'b1 : 1'b0;
		always @(posedge clk, posedge reset)
			if (reset)
				state_reg <= zero;
			else
				state_reg <= state_next;
		always @*
		begin
			state_next = state_reg;
			db = 1'b0;
			case (state_reg)
				zero:
					if (sw)
						state_next = wait1_1;
				wait1_1:
					if (~sw)
						state_next = zero;
					else
						if (m_tick)
							state_next = wait1_2;
				wait1_2:
					if (~sw)
						state_next = zero;
					else
						if (m_tick)
							state_next = wait1_3;
				wait1_3:
					if (~sw)
						state_next = zero;
					else
						if (m_tick)
							state_next = one;
				one:
					begin
						db = 1'b1;
						if (~sw)
							state_next = wait0_1;
					end
				wait0_1:
					begin
						db = 1'b1;
						if (sw)
							state_next = one;
						else
							if (m_tick)
								state_next = wait0_2;
					end
				wait0_2:
					begin
						db = 1'b1;
						if (sw)
							state_next = one;
						else
							if (m_tick)
								state_next = wait0_3;
					end
				wait0_3:
					begin
						db = 1'b1;
						if (sw)
							state_next = one;
						else
							if (m_tick)
								state_next = zero;
					end
				default: state_next = zero;
			endcase
		end
endmodule
==> flow_summary.toml <==
# yosys + openroad results
[final_layout]
largest_reg_flops = 19
final_area_mm2 = 0.00133
area_growth_pct = 21.0
drive_above_1_share_pct = 7.27
fin_util_pct = 13.0
most-common-layout-cells = "dfxtp_1 (19), xnor2_1 (13), nand2_1 (12)"
lay_top_count = "dfxtp_1"

[critical_path]
worstPathRequired_ns = 2.24
end_kind = "output pin"
reg2reg_slack_ns = 1.06
crit_type = "flop to output pin"
critPathMaxFanout = 2
start_kind = "flop"
timing.rr.end = "state_reg[7]$_DFF_PP0_"
reg2reg_depth = 5
worst_ep_arrival_time_ns = 1.61
r2r_start = "q_reg[0]$_DFF_P_"

[routing]
post_drt_wl_per_cell_um = 6.81
antenna_cells = 0
routed_wirelength_um = 1680
first_iter_violations = 38
ant_nets = 0
vias = 708
drc_errors = 0
firstDrtPassIters = 2
via_per_inst = 2.88

[sta]
drv_slew = 0
period_needed_ns = 2.17
hold_viol = 0
finalSetupTns_ns = 0
period_used_pct = 77.5
finalSetupViolCount = 0
clock_skew_ns = 0.00408
slew_headroom_pct = 65.9
fin_worst_hold_slack_ns = 0.444
clock.fmax_mhz = 461
tightest_slew_ns = 0.504
grt_setup_unrepaired = "false"

[synthesis]
simple_gate_share_pct = 22.1
adder_share_pct = 2.28
yosys-stat-area_mm2 = 0.00110
synth.cellmix.compoundShare_pct = 2.05
ys_seq_share_pct = 53.0
avgSynthCellArea_um2 = 10.5
yosys_warnings = 1
mux_share_pct = 3.64
ys_cells = 105
synth_cell_types = 26
ys_ff = 27
synth_area_mm2 = 0.00110
ys_sh_xor_pct = 13.6
synth_cells = 105
logic_family = "simple AND/OR/NAND/NOR gates"

[clock_network]
cts_buffers = 3
clk_latency_ns = 0.26
h-tree-depth = 1
ctsResizeCount = 0
clockBufferDepth = 2
clock_sinks = 27
cts_setup_buffers = 0
cts_tree = "built"
cts.clk_slew.worst_paths_ns = 0.08
cts_root_buf = "clkbuf_8"
cts_hold_buf = 0

[die]
dieArea_mm2 = 0.0149
die_h_um = 122
die-width_um = 122
fp_util_pct = 10.7
pin_count = 4
rows = 37
coreArea_mm2 = 0.0102

[run]
maxCapViolations = 0
tool_warnings = 26

[worst_hold_path]
min_path_type = "flop to flop"
hold_path_end = "q_reg[0]$_DFF_P_"
min-delay-start = "q_reg[0]$_DFF_P_"
hold_depth = 1

[placement]
portBuffers = 3
placed_area_mm2 = 0.00128
dpl.hpwl_um = 1240
gp_congestion = 0.743

[pwr]
p_per_area_mw_per_mm2 = 473
vdd_ir_drop_max_uv = 195
power_leakage_nw = 0.439
power_uw = 629

[global_route]
globalRouteOverflowTotal = 0
grt_max_degree = 15
grt_pass1_wl_um = 3260
grt_antenna_before_repair = 0
grt_pass1_vias = 771
grt_usage_pct = 2.50

[run_status]
status = "finished, final reports clean"
## critical path: stages, from the launching register on
cell and delay (ns):
dfrtp_1 0.38, or4_1 0.55, clkdlybuf4s50_1 0.42
## synthesized netlist by cell type
cell type,count,area share (%)
and3_2,1,0.68
and4_1,2,1.6
buf_6,1,1.0
clkbuf_1,1,0.34
dfrtp_1,7,16
dfstp_2,1,2.4
dfxtp_1,19,35
ha_1,2,2.3
inv_1,6,2.0
mux2i_1,4,3.6
nand2_1,12,4.1
nand2b_1,3,1.7
nand3_1,6,2.7
nand4_1,5,2.8
nor2_1,3,1.0
nor3_1,2,0.91
nor3_2,1,0.91
nor4_1,3,1.7
nor4_2,1,1.1
nor4b_1,1,0.80
o21ai_0,2,0.91
o22ai_1,2,1.1
or2_2,1,0.57
or4_1,2,1.4
xnor2_1,13,10
xor2_1,4,3.2
## cell families after synthesis
| family | count (synthesis) |
|---|---|
| AND-OR/OR-AND | 4 |
| AND/OR/NAND/NOR | 43 |
| buffers and inverters | 8 |
| flip-flops | 27 |
| multiplexers | 4 |
| XOR/XNOR | 17 |
| adder cells (fa/ha/maj) | 2 |
## worst max-delay path by stage
| stage | start | to | cells after the start |
|---|---|---|---|
| final | state_reg[3]$_DFF_PP0_ | db | 2 |
| after CTS | state_reg[3]$_DFF_PP0_ | db | 2 |
| after global routing | state_reg[1]$_DFF_PP0_ | db | 2 |
## power breakdown
group	internal, mW	switching, mW	total, mW
Combinational	0.0131	0.00971	0.0228
Sequential	0.393	0.00336	0.396
Clock	0.102	0.108	0.210
## per-stage QoR
stage,setup slack [ns],cells
after floorplan,1.29,105
after global placement,0.927,242
after detailed placement,0.908,242
after CTS,0.607,246
after global routing,0.563,246
final,0.631,246
## area by class of cell
type / count / area [µm²]
clock buffers: 4 / 45.0
fillers: 1131 / 8900
inverters: 6 / 22.5
multi-input cells: 70 / 479
flip-flops and latches: 27 / 582
well taps: 136 / 170
repair buffers: 3 / 30.0
## metal layers
| metal | wire, µm | vias to the layer above | global-route usage [%] |
|---|---|---|---|
| li1 | - | 368 | - |
| met1 | 859 | 332 | 3.23 |
| met2 | 738 | 6 | 4.27 |
| met3 | 74 | 2 | 0.610 |
| met4 | 3 | 0 | 0.224 |
| met5 | 0 | - | 0 |
No activity file was given, so power comes from the tool's default toggle rates.
